<file path="./design.v">
module baud_gen(
    input wire clk, 
    input wire rst,
    output reg baud_tick1,
    output reg baud_tick2
);
    parameter clk_freq = 50_000_000;
    parameter baud = 9600;
    localparam integer baud_div1 = clk_freq / baud;
    localparam integer baud_div2 = clk_freq / (baud * 16);
    reg [$clog2(baud_div1)-1:0] counter1;
    reg [$clog2(baud_div2)-1:0] counter2;
    always @(posedge clk) begin
        if (rst) begin
            counter1 <= 0;
            baud_tick1 <= 1'b0;
        end else begin
            if (counter1 == baud_div1 - 1) begin
                counter1 <= 0;
                baud_tick1 <= 1'b1;
            end else begin
                counter1 <= counter1 + 1;
                baud_tick1 <= 1'b0;
            end
        end
    end
    always @(posedge clk) begin
        if (rst) begin
            counter2 <= 0;
            baud_tick2 <= 1'b0;
        end else begin
            if (counter2 == baud_div2 - 1) begin
                counter2 <= 0;
                baud_tick2 <= 1'b1;
            end else begin
                counter2 <= counter2 + 1;
                baud_tick2 <= 1'b0;
            end
        end
    end
endmodule
module receiver #(
    parameter PARITY_EN   = 1,       
    parameter PARITY_TYPE = 0,       
    parameter XOR_KEY     = 8'h45    
)(
    input  wire clk,
    input  wire rst,
    input  wire baud_tick2,
    input  wire rx,
    input  wire rdy_clr,
    output reg  [7:0] data_out,
    output reg  rdy,
    output reg  parity_error
);
    localparam IDLE   = 3'b000;
    localparam START  = 3'b001;
    localparam DATA   = 3'b010;
    localparam PARITY = 3'b011;
    localparam STOP   = 3'b100;
    reg [2:0] state;
    reg [3:0] sample_cnt;
    reg [2:0] bit_idx;
    reg [7:0] shift_reg;
    reg received_parity;
    reg calculated_parity;
    always @(*) begin
        if (PARITY_TYPE == 0)
            calculated_parity = ^shift_reg;       
        else
            calculated_parity = ~(^shift_reg);    
    end
    always @(posedge clk) begin
        if (rst) begin
            state          <= IDLE;
            sample_cnt     <= 0;
            bit_idx        <= 0;
            shift_reg      <= 0;
            data_out       <= 0;
            rdy            <= 0;
            parity_error   <= 0;
            received_parity <= 0;
        end else begin
            if (rdy_clr) begin
                rdy          <= 0;
                parity_error <= 0;
            end
            if (baud_tick2) begin
                case (state)
                    IDLE: if (!rx) begin
                        state <= START;
                        sample_cnt <= 0;
                    end
                    START: if (sample_cnt == 7) begin
                        if (!rx) begin
                            state <= DATA;
                            bit_idx <= 0;
                            sample_cnt <= 0;
                        end else
                            state <= IDLE;
                    end else
                        sample_cnt <= sample_cnt + 1;
                    DATA: if (sample_cnt == 15) begin
                        shift_reg[bit_idx] <= rx;
                        sample_cnt <= 0;
                        if (bit_idx == 7) begin
                            if (PARITY_EN)
                                state <= PARITY;
                            else
                                state <= STOP;
                        end else
                            bit_idx <= bit_idx + 1;
                    end else
                        sample_cnt <= sample_cnt + 1;
                    PARITY: if (sample_cnt == 15) begin
                        received_parity <= rx;
                        if (rx != calculated_parity)
                            parity_error <= 1'b1;
                        sample_cnt <= 0;
                        state <= STOP;
                    end else
                        sample_cnt <= sample_cnt + 1;
                    STOP: if (sample_cnt == 15) begin
                        if (rx) begin
                            data_out <= shift_reg ^ XOR_KEY;
                            rdy <= 1'b1;
                        end
                        state <= IDLE;
                        sample_cnt <= 0;
                    end else
                        sample_cnt <= sample_cnt + 1;
                    default: state <= IDLE;
                endcase
            end
        end
    end
endmodule
module transmitter #(
    parameter PARITY_EN   = 1,       
    parameter PARITY_TYPE = 0,       
    parameter XOR_KEY     = 8'h45    
)(
    input  wire clk,
    input  wire wr_en,
    input  wire baud_tick1,
    input  wire rst,
    input  wire [7:0] data_in,
    output reg  tx,
    output reg  busy
);
    localparam idle   = 3'b000;
    localparam start  = 3'b001;
    localparam data   = 3'b010;
    localparam parity = 3'b011;
    localparam stop   = 3'b100;
    reg [2:0] state;
    reg [2:0] bit_inx;
    reg [7:0] shift_reg;
    reg parity_bit;
    always @(*) begin
        if (PARITY_TYPE == 0)
            parity_bit = ^shift_reg;       
        else
            parity_bit = ~(^shift_reg);    
    end
    always @(posedge clk) begin
        if (rst) begin
            state     <= idle;
            busy      <= 1'b0;
            tx        <= 1'b1;
            bit_inx   <= 3'd0;
            shift_reg <= 8'd0;
        end else begin
            case (state)
                idle: begin
                    tx   <= 1'b1;
                    busy <= 1'b0;
                    if (wr_en) begin
                        shift_reg <= data_in ^ XOR_KEY;
                        busy      <= 1'b1;
                        bit_inx   <= 3'd0;
                        state     <= start;
                    end
                end
                start: if (baud_tick1) begin
                    tx    <= 1'b0;
                    state <= data;
                end
                data: if (baud_tick1) begin
                    tx <= shift_reg[bit_inx];
                    if (bit_inx == 3'd7) begin
                        if (PARITY_EN)
                            state <= parity;
                        else
                            state <= stop;
                    end else
                        bit_inx <= bit_inx + 1;
                end
                parity: if (baud_tick1) begin
                    tx    <= parity_bit;
                    state <= stop;
                end
                stop: if (baud_tick1) begin
                    tx    <= 1'b1;
                    busy  <= 1'b0;
                    state <= idle;
                end
                default: state <= idle;
            endcase
        end
    end
endmodule
module uart_top #(
    parameter CLK_FREQ = 50_000_000,  
    parameter BAUD_RATE = 9600,       
    parameter PARITY_EN = 1,          
    parameter PARITY_TYPE = 0         
)(
    input  wire clk,
    input  wire rst,
    input  wire [7:0] tx_data_in,
    input  wire tx_wr_en,
    output wire tx_out,
    output wire tx_busy_out,
    input  wire rx_in,
    input  wire rx_rdy_clr,
    output wire [7:0] rx_data_out,
    output wire rx_rdy_out,
    output wire rx_parity_error
);
    wire baud_tick1;
    wire baud_tick2;
    baud_gen #(
        .clk_freq(CLK_FREQ),
        .baud(BAUD_RATE)
    ) baud_generator (
        .clk(clk),
        .rst(rst),
        .baud_tick1(baud_tick1),
        .baud_tick2(baud_tick2)
    );
    transmitter #(
        .PARITY_EN(PARITY_EN),
        .PARITY_TYPE(PARITY_TYPE)
    ) uart_transmitter (
        .clk(clk),
        .rst(rst),
        .baud_tick1(baud_tick1),
        .wr_en(tx_wr_en),
        .data_in(tx_data_in),
        .tx(tx_out),
        .busy(tx_busy_out)
    );
    receiver #(
        .PARITY_EN(PARITY_EN),
        .PARITY_TYPE(PARITY_TYPE)
    ) uart_receiver (
        .clk(clk),
        .rst(rst),
        .baud_tick2(baud_tick2),
        .rx(rx_in),
        .rdy_clr(rx_rdy_clr),
        .data_out(rx_data_out),
        .rdy(rx_rdy_out),
        .parity_error(rx_parity_error)
    );
endmodule
</file>
<file path="./run.sh">
#!/bin/bash
# OpenROAD 26Q1-2900-gdf79404cd8, Yosys 0.63+post, stock flow scripts
make -C /OpenROAD-flow-scripts/flow DESIGN_CONFIG=/design/flow/config.mk WORK_HOME=/design/flow/orfs finish
</file>
<file path="./config.mk">
export PLATFORM = sky130hd
export DESIGN_NAME = uart_top
export DESIGN_NICKNAME = uart_top
export VERILOG_FILES = /design/flow/design.v
export SDC_FILE = /design/flow/constraint.sdc
export NUM_CORES = 4
export LEC_CHECK = 1
export CORE_UTILIZATION = 40
</file>
<file path="./constraint.sdc">
current_design uart_top

set clk_period 2.3
set clk_io_pct 0.2

create_clock -name clk0 -period $clk_period [get_ports {clk}]

set non_clock_inputs [all_inputs -no_clocks]
set_input_delay [expr $clk_period * $clk_io_pct] -clock clk0 $non_clock_inputs
set_output_delay [expr $clk_period * $clk_io_pct] -clock clk0 [all_outputs]
</file>
==> notes.md <==
The full implementation flow was run.

The flow ran to the end, and the final reports show no timing, DRC or antenna violations. The final antenna diode tally reported by the flow is 0. The clock-pin slew on the worst setup and hold paths stands at 0.08 ns.

The number of cells in the yosys synthesis report stands at 391. The number of buffers inserted to repair setup after CTS stands at 0. The slowest stage of the critical path belongs to the cell sky130_fd_sc_hd__dfxtp_1. The final critical-path setup slack stands at 0.299 ns.

For this sky-water flow run, the detailed-routed wirelength per cell is reported as 13.3 um. Entering global routing, the biggest net connects 26 pins. STA lists the startpoint of the worst register-to-register path as uart_receiver.bit_idx[0]. Post-route period utilization is reported as 0.870. The final number of setup-violating endpoints stands at 0. The layer flagged by global routing as most heavily used is met1. For this configuration, the core starts out at a cell density of 0.415. The overall track demand over capacity in global routing stands at 0.174. The final cell count without fillers stands at 523. STA classifies the critical path endpoint as a flop. In the global route stage, met2 resource usage came out at 0.252. The count of buffers added on input and output ports is 24. Measured against its own limit, the worst slew margin works out to 0.697.

The run reported a max-capacitance violation count of 0. The delay of the slowest cell on the worst path stands at 0.56 ns. In the synthesized netlist, the cells that appear most often are sky130_fd_sc_hd__dfxtp_1, sky130_fd_sc_hd__nand2_1, sky130_fd_sc_hd__nor2_1. The synthesis-stage register bit count stands at 72. The filler cell count stands at 787. The design draws 2420 uW.

The gate count of the mapped netlist stands at 391. Of all flip-flops after synthesis, the portion carrying an async set or reset was 0. The detailed placer reported the number of placed instances as 507. The maximum number of buffers from clock root to sink stands at 2. The cell type that accounts for the most area after synthesis is sky130_fd_sc_hd__dfxtp_1.

The path class of the tightest hold or removal check is in2reg. Looking at the cell usage after synthesis, the top flip-flop cell is sky130_fd_sc_hd__dfxtp_1. The mean instance size in the synthesized netlist stands at 8.71 um^2. The number of global-route vias before repair was 2461. After layout, the setup clock skew is reported as 0.0111 ns.

Looking at the reg2reg group, the worst path ends at uart_receiver.shift_reg[3]. The post-CTS resize count stands at 0. In this run the critical path is formed by inv_1 > ha_1 > xor2_1 > or3_1 > or3_1 > a21oi_1. The weighted congestion at the end of routability-driven global placement stands at 0.884. Of all nets on the critical path, the largest fanout is 12.

Per the detailed-route log, wirelength across all metal layers totals 6930 um. The maximum vdd ir drop stands at 0.299 mV. Across all hold checks on the routed design, the worst slack comes to 0.380 ns.

For reference, the placement row count at floorplan is 33. The stage logs contain a warning count of 28. The leakage component of the power stands at 0.00143 uW. The count of unresolved DRC violations after routing stands at 0. The count of cells along the worst register-to-register path stands at 6. By startpoint and endpoint, the worst setup path is classified as reg2reg. The core region is 8220 um^2. Once iteration 0 of detailed routing completed, the report listed 151 DRC markers.

The overall die height stands at 94.3 um. The accumulated negative setup slack stands at 0 ns. Buffers inserted during clock tree synthesis total 9. In the log, the iteration count for the first detailed-route pass is 4. The pin closest to its max-slew limit shows a slew of 0.452 ns. Looking at hold timing, the worst path starts from rst. Among all cell types in the netlist, the one instantiated most often is sky130_fd_sc_hd__dfxtp_1. The synthesized netlist contains 51 unique library cells. The final critical delay including setup and external delays stands at 2.00 ns. The number of antenna violations at the first check in global routing was 0. The maximum frequency from static timing analysis stands at 500 MHz. The largest registers in the layout are baud_generator.counter1 x13, baud_generator.counter2 x9. The total die size stands at 8890 um^2. The setup slack after placement stands at 0.219 ns.

The width of the die stands at 94.3 um. The global-route wire length before repair stands at 11900 um. Clock tree synthesis found a total of 72 sinks. The reg-to-reg setup timing slack stands at 0.30 ns. The register with the most flip-flops in the layout has 13 of them. The proportion of netlist area held by the largest area contributor stands at 0.423. CTS built an H-tree with a depth of 3.

The count of yosys warnings during synthesis stands at 3. For this run, global-route usage on met1 was measured as 0.274. The synthesized netlist occupies a cell area of 3410 um^2.

Setup repair after global routing left no endpoint under its margin. The placed wire-length estimate after detailed placement stands at 4810 um. The max-slew violation count stands at 0. The cell that appears most often on the critical path is sky130_fd_sc_hd__or3_1.

The clock insertion delay at the later pin of the skew report stands at 0.35 ns. Counting instances, the worst hold path has a depth of 2. Dividing total power by cell area gives a power density of 614 nW/um^2. In this run the layout overhead on the synthesized area is reported as 15.7%. The remaining number of nets flagged by the antenna check after routing stands at 0. The required time at the worst endpoint is listed as 2.59 ns. STA classifies the critical path startpoint as a flop. The stat command in Yosys gives a chip area of 3410 um^2. The met3 demand-to-capacity share in global routing stands at 0.0370.

The total overflow left after global routing is 0. Clock tree synthesis selected as its root buffer the cell sky130_fd_sc_hd__clkbuf_8. The cell family contributing the most delay on the critical path is simple AND/OR/NAND/NOR gates. The register with the most flip-flops in the final layout is baud_generator.counter1. Summing over every cut layer, the via total after detailed routing is 2704. Dividing the detail-routed via count by the number of cells gives 5.17. The post-synth count of flops with an enable pin is 0. The hold-fix buffer count after cts stands at 0. The critical path buffer and inverter count stands at 1. TritonCTS built the clock tree. In the final layout, the share of cells above drive strength 1 is 0.0813. Pin placement for this block handled 25 I/O pins. The worst endpoint data arrival time stands at 2.29 ns. Ranked by total cell area, the synthesized netlist is headed by sky130_fd_sc_hd__dfxtp_1, sky130_fd_sc_hd__a21oi_1, sky130_fd_sc_hd__xor2_1, sky130_fd_sc_hd__nand2_1, sky130_fd_sc_hd__nor2_1. STA shows the worst min-delay path finishing at uart_receiver.sample_cnt[0]. Hold-check failures listed in the final report amount to 0.

For this run, the register share of the synthesized area comes to 0.423.
-- where the power goes --
| group | switching [uW] | leakage (uW) | internal (uW) |
|---|---|---|---|
| Clock | 481 | 0.0000968 | 507 |
| Sequential | 21.0 | 0.000583 | 1270 |
| Combinational | 73.4 | 0.000751 | 72.1 |
| Total | 576 | 0.00143 | 1850 |
-- worst max path at each step --
stage                                        end                     start  slack [ns]  cells past startpoint
after CTS             uart_receiver.shift_reg[3]  uart_receiver.bit_idx[0]        0.31                      6
after global routing  uart_receiver.shift_reg[3]  uart_receiver.bit_idx[0]        0.18                      6
final                 uart_receiver.shift_reg[3]  uart_receiver.bit_idx[0]        0.30                      6
-- logic make-up (layout without fill, tap and decap cells) --
| kind of cell | Yosys count | after routing | share of synthesized area |
|---|---|---|---|
| muxes | 10 | 10 | 0.0367 |
| adders and majority gates | 10 | 10 | 0.0367 |
| DFF | 72 | 72 | 0.423 |
| AOI/OAI and AO/OA | 68 | 68 | 0.124 |
| buffers and inverters | 33 | 60 | 0.0404 |
| and+or+nand+nor | 166 | 166 | 0.253 |
| xor gates and xnor gates | 32 | 32 | 0.0863 |
-- per-layer routing --
metal | routed length (um) | vias to the layer above
met2 | 2970 | 40
met3 | 273 | 10
met5 | 0 | -
met1 | 3540 | 1244
met4 | 144 | 0
li1 | - | 1410
-- cell type report --
| type | instances | area [um^2] | area share |
|---|---|---|---|
| clock buffer | 10 | 128 | 0.0324 |
| clock inverter | 6 | 68.8 | 0.0175 |
| inverter | 11 | 41.3 | 0.0105 |
| multi-input combinational | 286 | 1830 | 0.464 |
| sequential | 72 | 1440 | 0.366 |
| tap | 105 | 131 | 0.0333 |
| timing repair buffer | 33 | 303 | 0.0768 |
-- through the flow --
stage,area [um^2],utilization
after floorplan,3410,-
after global placement,3740,0.456
after detailed placement,3740,0.456
after CTS,3940,0.480
after global routing,3940,0.480
final,3940,0.480
-- layout by cell type (no fill, tap or decap), types with 7 or more instances in the layout --
cell type | synthesis | final
sky130_fd_sc_hd__clkbuf_8 | 0 | 9
sky130_fd_sc_hd__dfxtp_1 | 72 | 72
sky130_fd_sc_hd__nand2b_1 | 11 | 11
sky130_fd_sc_hd__clkdlybuf4s50_1 | 0 | 23
sky130_fd_sc_hd__xnor2_1 | 12 | 12
sky130_fd_sc_hd__nand3_1 | 16 | 16
sky130_fd_sc_hd__ha_1 | 10 | 10
sky130_fd_sc_hd__and2_1 | 7 | 7
sky130_fd_sc_hd__mux2i_1 | 8 | 8
sky130_fd_sc_hd__xor2_1 | 19 | 19
sky130_fd_sc_hd__inv_1 | 11 | 11
sky130_fd_sc_hd__o21ai_0 | 12 | 12
sky130_fd_sc_hd__nand2_1 | 41 | 41
sky130_fd_sc_hd__nor2_1 | 39 | 39
sky130_fd_sc_hd__a21oi_1 | 36 | 36
sky130_fd_sc_hd__buf_4 | 0 | 9
sky130_fd_sc_hd__nand4_1 | 14 | 14
Power is estimated from default activity; no workload was simulated.
